$ cat flow/design.v
`timescale 1ns / 1ps
module loop_sub(
input [3:0]NUM,
input[3:0]SW,
output reg[3:0]an,
output reg[6:0]a_to_g
    );
always @(*)
an = ~ SW;
always @(*) 
case(NUM)
0:a_to_g=7'b0000001;
1:a_to_g=7'b1001111;
2:a_to_g=7'b0010010;
3:a_to_g=7'b0000110;
4:a_to_g=7'b1001100;
5:a_to_g=7'b0100100;
6:a_to_g=7'b0100000;
7:a_to_g=7'b0001111;
8:a_to_g=7'b0000000;
9:a_to_g=7'b0000100;
'hA: a_to_g=7'b0001000;
'hB: a_to_g=7'b1100000;
'hC: a_to_g=7'b0110001;
'hD: a_to_g=7'b1000010;
'hE: a_to_g=7'b0110000;
'hF: a_to_g=7'b0111000;
default: a_to_g=7'b0000001; 
endcase
endmodule
module loop_top(
 input clk,
 input clr,
 input[3:0]SW,
 output[3:0]an,
 output[6:0]a_to_g
  );
reg[28:0] clk_cnt;                         
reg [3:0] NUM;                          
always @(posedge clk or posedge clr)        
begin
 if(clr)
 clk_cnt = 0;                       
 else 
   begin
    clk_cnt = clk_cnt + 1;                
    if(clk_cnt[28:25]>15)                
    clk_cnt = 0; 
   end
 end
always @(*) 
NUM = clk_cnt[28:25];           
loop_sub A1( .NUM(NUM),
                  .SW(SW),
                  .an(an),
                  .a_to_g(a_to_g));      
endmodule
$ cat flow/run.sh
#!/bin/bash
# OpenROAD 26Q1-2900-gdf79404cd8, Yosys 0.63+post, stock flow scripts
make -C /OpenROAD-flow-scripts/flow DESIGN_CONFIG=/design/flow/config.mk WORK_HOME=/design/flow/orfs finish
$ cat flow/config.mk
export PLATFORM = sky130hd
export DESIGN_NAME = loop_top
export DESIGN_NICKNAME = loop_top
export VERILOG_FILES = /design/flow/design.v
export SDC_FILE = /design/flow/constraint.sdc
export NUM_CORES = 4
export LEC_CHECK = 1
export CORE_AREA = 10 10 113 113
export DIE_AREA = 0 0 123 123
$ cat flow/constraint.sdc
current_design loop_top

set clk_period 4.1
set clk_io_pct 0.2

create_clock -name clk0 -period $clk_period [get_ports {clk}]

set non_clock_inputs [all_inputs -no_clocks]
set_input_delay [expr $clk_period * $clk_io_pct] -clock clk0 $non_clock_inputs
set_output_delay [expr $clk_period * $clk_io_pct] -clock clk0 [all_outputs]
==> notes.md <==
Implementation summary

The flow ran to the end, and the final reports show no timing, DRC or antenna violations. The wire length of the first global-routing pass is about 4.7 mm. Endpoints failing hold in the final report were tallied at 0. The critical path class is flip-flop to output port. The synthesized netlist cell count is approximately 140. The mapped netlist covers 0.00156 mm². The summed area of non-filler cells in the final layout is 0.00198 mm².

The die height is approximately 120 µm. The startpoint type of the worst setup path is a flip-flop. The floorplan step records an initial core utilization of between 10% and 20%. The setup clock skew after layout is 0.00678 ns. At the worst endpoint, the arrival time is roughly 2.2 ns. TritonCTS built the clock tree. Setup total negative slack on the finished layout was measured at 0 ns.

The worst supply voltage drop on vdd is between 0.1 and 0.15 mV. The violation tally from detailed-route iteration zero is 47. The horizontal die dimension reported for this design is about 120 µm. On the reported timing paths, the clock transition at the registers reads about 0.060 ns. The family with the most delay on the worst path is buffers and inverters.

The tree is rooted in a sky130_fd_sc_hd__clkbuf_8. The critical path crosses 6 cells after its start point. The final weighted congestion in routability-driven placement is 0.771. The maximum achievable frequency is between 300 and 400 MHz. For this run, asynchronously set or reset flops after synthesis account for 100%. For this run, the leading register cell type out of synthesis is sky130_fd_sc_hd__dfrtp_1. The report puts the hold buffer count at CTS at 0. During synthesis, Yosys emitted a total of 2 warnings.

The sequential fraction of the synthesis area is around 46%. The number of flip-flops in the largest register is 29. The critical path data required time is between 3 and 4 ns. The number of synthesized flops with an enable pin is 0. The post-synthesis cell type count is 33. Setup repair after global routing left no endpoint under its margin. The via count of the first global-routing pass is approximately 1000. A synthesized cell averages 10.9 µm². For this run, the detailed router's first-pass iteration total came to 4. The routed length per placed instance is 8.70 µm. Of the available clock period, the critical path in the final layout requires about three quarters. The routed layout has around 1000 vias. The final-report setup violation count is 0. The core region is 0.0103 mm². According to the dpl log, the detail-placed design has an HPWL of ~1.9 mm.

The largest buffer count on any clock path is 2. Global routing used under 10% of the available tracks. The combined buffer and inverter count along the critical path is 2. Clock tree synthesis found a total of 29 sinks. The worst hold slack is around 0.47 ns. By count the netlist is led by sky130_fd_sc_hd__dfrtp_1 (29), sky130_fd_sc_hd__xnor2_1 (20), sky130_fd_sc_hd__nor2_1 (11), sky130_fd_sc_hd__inv_1 (10), sky130_fd_sc_hd__nand3_1 (10). Of all cell types, the one taking the most synthesized area is sky130_fd_sc_hd__dfrtp_1. The die covers approximately 0.015 mm². The clock insertion delay at the later pin of the skew report is ~0.28 ns. In this run the tool buffered the top-level ports with 16 buffer cells. The initial antenna violation count was 0. The wire length after detailed routing is 2.61 mm. Walking the worst path, the cells encountered are inv_1 -> ha_1 -> nor2b_1 -> or3b_2 -> o21ai_0 -> clkdlybuf4s50_1. The number of max-cap violations is 0.

During I/O placement, the number of pins put on the boundary was 17. The CTS H-tree depth is 2. The report gives the cell count of the worst hold path as 1. The logic depth of the worst register-to-register path is 5. Looking at the post-CTS report, the setup buffer insertion count equals 0. The number of storage elements in the synthesis netlist is 29. The main area contributors are sky130_fd_sc_hd__dfrtp_1 (46%), sky130_fd_sc_hd__xnor2_1 (11%), sky130_fd_sc_hd__ha_1 (5.6%).

The kind of capture point of the worst setup path is an output port. The largest fanout of any net on the critical path is 8. The path class of the lowest-slack min-delay path is flip-flop to flip-flop. The power density over the cells is 281 mW/mm².

Once detail routing completed, the nets flagged for antenna violations numbered 0. The maximum number of pins on one net before global-route repair is 30. In this design, the stage delay of the slowest critical-path cell is 0.48 ns. The most repeated cell in the gate-level netlist after synthesis is sky130_fd_sc_hd__dfrtp_1. After floorplanning, the core was divided into 37 placement rows. Between the synthesized netlist and the finished layout, the area growth was recorded as 26.5%. The yosys stat chip area is between 0.0015 and 0.002 mm². In this run the tightest slew margin relative to its limit is 51.3%.

In the final report, the number of pins over their slew limit comes to 0. The post-synthesis cell count from yosys is approximately 140. Of the cells placed in the final design, the portion with a size suffix greater than 1 is 11.0%.

The proportion of netlist area held by the largest area contributor is a little under half. The measured slew at the worst slew-check pin is roughly 0.73 ns. The final period demand of the worst path is ~3 ns. The total DRC errors in the routed layout is 0.

The script extracted a total leakage power of between 0.8 and 0.9 nW. The critical path's slowest stage uses the library cell sky130_fd_sc_hd__clkdlybuf4s50_1. The cell area reported after detailed placement is ~0.0019 mm². The per-cell via count in the routed design is ~3.3. Global routing finished with a remaining overflow of 0.

The clock buffer count from CTS is 5. Per the layout report, the design carries between 1000 and 1500 filler cells. Per the detail_route report, inserted antenna diodes total 0. The total number of warnings across the stage logs is 30.

Post-CTS repair ended up resizing 0 cells.
[worst paths after layout]
kind	slack (ns)	to	start
worst max-delay path	1.10	a_to_g[6]	clk_cnt[26]
worst min-delay path	0.47	clk_cnt[16]	clk_cnt[16]
worst max register to register	2.34	clk_cnt[16]	clk_cnt[0]
worst min register to register	0.47	clk_cnt[16]	clk_cnt[16]
max in group asynchronous	2.92	clk_cnt[26]	clr
min in group asynchronous	0.91	clk_cnt[18]	clr
[routing by layer]
layer	wire length, µm	GRT usage (%)
met1	1210	4.76
met2	1200	5.79
met3	95	0.601
met4	98	1.16
met5	0	0
[power by group]
group / switching, W / internal [W]
logic: 0.00000649 / 0.00000825
clock network: 0.000103 / 0.000151
registers: 0 / 0.000286
total: 0.000109 / 0.000446
[layout by cell type, fill, tap and decap left out, drive strengths merged, types with 2 or more instances in the layout]
master          n
inv            10
nand2           7
and2            2
xor2            7
nand4          11
nor3            2
xnor2          20
nor2           12
mux2i           5
and3            3
ha              7
dfrtp          29
clkbuf          7
a21oi           2
clkdlybuf4s50  16
nand3          11
[through the flow]
| stage | setup WS, ns | cells | power (W) | util, % |
|---|---|---|---|---|
| after floorplan | 1.98 | 143 | 0.000296 | - |
| after global placement | 1.39 | 292 | 0.000307 | 18.2 |
| after detailed placement | 1.38 | 292 | 0.000307 | 18.2 |
| after CTS | 1.07 | 300 | 0.000564 | 19.1 |
| after global routing | 0.962 | 300 | 0.000576 | 19.1 |
| final | 1.10 | 300 | 0.000555 | 19.1 |
[final cells by class]
cell class                      instances  area, µm²  share of cell area, %
Multi-Input combinational cell        100        773                   39.1
Sequential cell                        29        726                   36.7
Tap cell                              136        170                   8.61
Timing Repair Buffer                   17        168                   8.49
Clock buffer                            7       96.3                   4.88
Inverter                               10       37.5                   1.90
Clock inverter                          1       5.00                  0.253
[cells by family after synthesis]
| logic type | Yosys count | synth area share [%] |
|---|---|---|
| AND-OR/OR-AND | 6 | 2.56 |
| AND/OR/NAND/NOR | 54 | 21.6 |
| buffers and inverters | 14 | 4.01 |
| multiplexers | 6 | 4.65 |
| XOR/XNOR | 27 | 15.1 |
| flip-flops | 29 | 46.5 |
| adder cells (fa/ha/maj) | 7 | 5.61 |
Power and IR drop assume default switching activity.
