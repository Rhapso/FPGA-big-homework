[design.v]
`timescale 1ns / 1ps
module count_sub(
input wire [3:0] num,
output reg [6:0] a_to_g );
always @(*)
case(num)
0: a_to_g=7'b0000001;
1: a_to_g=7'b1001111;
2: a_to_g=7'b0010010;
3: a_to_g=7'b0000110;
4: a_to_g=7'b1001100;
5: a_to_g=7'b0100100;
6: a_to_g=7'b0100000; 
7: a_to_g=7'b0001111;
8: a_to_g=7'b0000000;
9: a_to_g=7'b0000100;
'hA: a_to_g=7'b0001000;
'hB: a_to_g=7'b1100000;
'hC: a_to_g=7'b0110001;
'hD: a_to_g=7'b1000010;
'hE: a_to_g=7'b0110000;
'hF: a_to_g=7'b0111000;
default: a_to_g=7'b0000001;
endcase
endmodule
module count_top(
 input wire[3:0]sw,
 output wire[6:0]a_to_g,
 output wire[3:0]an );
assign an=4'b0000;
count_sub  A1(.num(sw),
             .a_to_g (a_to_g)
			  );
endmodule
[run.sh]
#!/bin/bash
# OpenROAD 26Q1-2900-gdf79404cd8, Yosys 0.63+post, stock flow scripts
make -C /OpenROAD-flow-scripts/flow DESIGN_CONFIG=/design/flow/config.mk WORK_HOME=/design/flow/orfs finish
[config.mk]
export PLATFORM = sky130hd
export DESIGN_NAME = count_top
export DESIGN_NICKNAME = count_top
export VERILOG_FILES = /design/flow/design.v
export SDC_FILE = /design/flow/constraint.sdc
export NUM_CORES = 4
export LEC_CHECK = 1
export CORE_AREA = 10 10 70 70
export DIE_AREA = 0 0 80 80
[constraint.sdc]
current_design count_top

set clk_period 1.7
set clk_io_pct 0.2

create_clock -name clk0 -period $clk_period

set non_clock_inputs [all_inputs -no_clocks]
set_input_delay [expr $clk_period * $clk_io_pct] -clock clk0 $non_clock_inputs
set_output_delay [expr $clk_period * $clk_io_pct] -clock clk0 [all_outputs]
==> summary.txt <==
count of filler cells inserted in the layout: 395
slowest cell on the critical path: sky130_fd_sc_hd__dlygate4sd2_1
post-detailed-route via-to-cell ratio: 3.17
portion of total power attributed to the clock network: 0
Gate Count Post-Synth: 40
Synth Area in Simple Gates: 0.150
input/output buffers: 11
critical path class: in -> out
total internal power: 55.7 uW
final global-route overflow total: 0
worst hold path type: in -> out
aoi/oai-family share of the synthesized area: 0.251
number of violations of the max-capacitance limit: 0
post-route ant nets: 0
Final Wtd Congestion: 0.746
hold_ws: 1100 ps
share of the clock period used by the worst path after layout: 0.957
Die H: 80 microns
post-synthesis xor/xnor area fraction: 0
IR drop worst, VDD: 56.3 uV
Post-synth mux share: 0.0749
setup violators final: 0
layout overhead on the synthesized area: 83.3%
power spent charging and discharging nets: 48.1 uW
total routing usage reported by global routing: 0.0312
post-synth area from yosys stat: 284 sq um
endpoint class of the critical path: primary output
Core Util at FP: 0.0832
startpoint type of the worst setup path: primary input
number of clock buffer instances in the layout: 0
count of yosys warnings during synthesis: 1
dominant logic cell type in the layout: sky130_fd_sc_hd__buf_4
ys cells: 40
Top Layout Cells: 9 x sky130_fd_sc_hd__buf_4, 5 x sky130_fd_sc_hd__dlygate4sd2_1
Leak Pwr: 0.000238 uW
number of cell rows: 21
highest achievable clock rate: 614 MHz
FA/HA/MAJ Cells, Area Fraction: 0.308
RSZ-0062 raised after global routing: false
Pre-Repair DR Iteration Count: 2
power density cells: 199 mW/mm^2
flip-flop and latch area: 0 sq um
wire per inst: 9.07 microns
outcome: complete, no violations
placed cell area: 492 sq um
shortest period the worst path allows: 1630 ps
CTS Hold Buffers Added: 0
die width: 80 microns
routed via count: 330
total I/O pin count: 15
cell area after layout: 520 sq um
highest fanout seen on the critical path: 4
Dominant comb cell: adder cells
post-synth cell types: 21
pin count of the biggest net entering global routing: 10
power consumption: 104 uW
critical path arrival: 1290 ps
synthesized area per cell: 7.10 sq um
power share of the combinational group: 1.000
total count of hold-check failures in the final report: 0
DRC violations left: 0
chain of cells forming the critical path: buf_2, buf_4, ha_4, nand2_2, a21boi_2, o21ai_1, dlygate4sd2_1
Antenna Diode Count: 0
required time reported for the critical path endpoint: 1360 ps
share of layout cells above drive strength 1: 0.534
number of global-route vias before repair: 372
antenna violations before repair: 0
worst stage delay on the critical path: 250 ps
register area share after synthesis: 0
die footprint: 0.00640 sq mm
Iter 0 DRT Violations: 5
sequential fraction of design power: 0
wire length after detailed routing: 943 microns
Max Transition Viols Final: 0
post-synth design cell area: 284 sq um
HPWL after DPL: 766 microns
number of warning messages in the logs: 38
switching power as a share of total power: 0.463
hold depth: 4
wire length of the first global-routing pass: 1700 microns
number of sequential storage elements: 0
core region area: 0.00342 sq mm
==> cell families (layout without fill, tap and decap cells) <==
kind of cell,Yosys count,in the layout
other,1,4
adders and majority gates,7,7
buffers and inverters,9,24
AOI/OAI and AO/OA,12,12
and+or+nand+nor,9,9
muxes,2,2
==> synth_stat cells <==
cell / number / area share
sky130_fd_sc_hd__mux2_2: 1 / 0.040
sky130_fd_sc_hd__nand2_2: 1 / 0.022
sky130_fd_sc_hd__o21ai_1: 5 / 0.088
sky130_fd_sc_hd__buf_4: 4 / 0.11
sky130_fd_sc_hd__conb_1: 1 / 0.013
sky130_fd_sc_hd__buf_2: 1 / 0.018
sky130_fd_sc_hd__nand2b_1: 1 / 0.022
sky130_fd_sc_hd__o211ai_1: 1 / 0.026
sky130_fd_sc_hd__buf_6: 1 / 0.040
sky130_fd_sc_hd__o21a_1: 1 / 0.026
sky130_fd_sc_hd__a31oi_1: 1 / 0.022
sky130_fd_sc_hd__a21oi_1: 1 / 0.018
sky130_fd_sc_hd__nand2_1: 5 / 0.066
sky130_fd_sc_hd__inv_2: 2 / 0.026
sky130_fd_sc_hd__ha_1: 7 / 0.31
sky130_fd_sc_hd__mux2i_1: 1 / 0.035
sky130_fd_sc_hd__or2_1: 1 / 0.022
sky130_fd_sc_hd__o22ai_1: 2 / 0.044
sky130_fd_sc_hd__inv_1: 1 / 0.013
sky130_fd_sc_hd__nand3_1: 1 / 0.018
sky130_fd_sc_hd__a21boi_1: 1 / 0.026
==> final timing paths <==
path | to | slack [ps] | from
setup / recovery | a_to_g[0] | 70 | sw[1]
hold / removal | a_to_g[3] | 1100 | sw[2]
==> final cells by class <==
cell class / count / area [sq um] / share of cell area
inverters: 3 / 11.3 / 0.0216
multi-input cells: 34 / 293 / 0.563
well taps: 46 / 57.6 / 0.111
repair buffers: 21 / 159 / 0.305
==> critical path: cells and delay by family <==
family / cells / cell delay [ps]
compound gates: 2 / 210
fa+ha+maj: 1 / 150
buf+inv: 3 / 530
simple gates: 1 / 70
==> what timing repair did <==
action / CTS / global route
pin swaps: 4 / 1
buffers inserted: 1 / 0
setup endpoints to repair: 7 / 5
resized: 35 / 7
==> stage by stage <==
stage / util / setup TNS [ps] / setup WS, ps / instances
3_5_place_dp: 0.144 / -4430 / -705 / 104
4_1_cts: 0.158 / 0 / 17.9 / 105
6_report: 0.152 / 0 / 72.6 / 104
5_1_grt: 0.152 / 0 / 16.4 / 104
3_3_place_gp: 0.144 / -4210 / -682 / 104
2_1_floorplan: - / 0 / 448 / 43
==> power groups by stage <==
| stage | Combinational (uW) | Clock, uW | Sequential [uW] |
|---|---|---|---|
| 4_1_cts | 108 | 0 | 0 |
| 5_1_grt | 118 | 0 | 0 |
| 6_report | 104 | 0 | 0 |
==> per-layer routing <==
metal | global-route usage | share of wire | wire, microns | up-vias
li1 | - | - | - | 166
met1 | 0.0468 | 0.50 | 475 | 153
met2 | 0.0449 | 0.38 | 362 | 11
met3 | 0.00909 | 0.11 | 105 | 0
met4 | 0 | 0 | 0 | 0
met5 | 0 | 0 | 0 | -
Power figures rest on the tool's default switching activity, not on a simulated workload.
